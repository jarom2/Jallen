$ cat run.sh
#!/bin/bash
# OpenROAD 26Q1-2900-gdf79404cd8, Yosys 0.63+post, stock flow scripts
make -C /OpenROAD-flow-scripts/flow DESIGN_CONFIG=/design/flow/config.mk WORK_HOME=/design/flow/orfs finish
$ cat config.mk
export PLATFORM = sky130hd
export DESIGN_NAME = feedforward
export DESIGN_NICKNAME = feedforward
export VERILOG_FILES = /design/flow/design.v
export SDC_FILE = /design/flow/constraint.sdc
export NUM_CORES = 4
export LEC_CHECK = 1
export CORE_UTILIZATION = 50
$ cat constraint.sdc
current_design feedforward

set clk_period 15.9
set clk_io_pct 0.2

create_clock -name clk0 -period $clk_period [get_ports {clk}]

set non_clock_inputs [all_inputs -no_clocks]
set_input_delay [expr $clk_period * $clk_io_pct] -clock clk0 $non_clock_inputs
set_output_delay [expr $clk_period * $clk_io_pct] -clock clk0 [all_outputs]
$ cat design.v
`timescale 1ns / 1ps
module adder(
    input [31:0] x_data,
    input [31:0] y_data,
    input clk,
    input x_rdy,
    input y_rdy,
    output reg [31:0] z_data,
    output reg done
    );
    reg x_s, y_s, z_s;  
    reg [9:0] x_e, y_e, z_e;  
    reg [26:0] x_m, y_m, z_m;  
    reg guard, round, sticky;
    reg [27:0] sum;
    reg [3:0] state;
    initial begin
        state <= 0;
        done <= 0;
    end
    always @(posedge clk) begin
        case(state)
            0:  
                begin
                    if(x_rdy && y_rdy) begin
                        state <= 1;
                    end
                end
            1:  
                begin
                    x_s <= x_data[31];
                    y_s <= y_data[31];
                    x_e <= x_data[30:23] - 127;  
                    y_e <= y_data[30:23] - 127;
                    x_m <= x_data[22:0];
                    y_m <= y_data[22:0];
                    state <= 2;
                end
            2:  
                begin
                    if (x_data[30:0] == 0) begin  
                        z_data[31] <= y_data[31];
                        z_data[30:23] <= y_data[30:23];
                        z_data[22:0] <= y_data[22:0];
                        state <= 10;  
                    end else if (y_data[30:0] == 0) begin  
                        z_data[31] <= x_data[31];
                        z_data[30:23] <= x_data[30:23];
                        z_data[22:0] <= x_data[22:0];
                        state <= 10;  
                    end
                    if ($signed(x_e) == -127) begin
                        x_e <= -126;
                    end else begin
                        x_m[26] <= 1;
                    end
                    if ($signed(y_e) == -127) begin
                        y_e <= -126;
                    end else begin
                        y_m[26] <= 1;
                    end
                    state <= 3;
                end
            3:  
                begin
                    if ($signed(x_e) > $signed(y_e)) begin  
                        y_e <= y_e + 1;  
                        y_m <= y_m >> 1;  
                        y_m[0] <= y_m[0] | y_m[1];
                    end else if ($signed(y_e) > $signed(x_e)) begin  
                        x_e <= x_e + 1;
                        x_m <= x_m >> 1;
                        x_m[0] <= x_m[0] | x_m[1];
                    end else begin
                        state <= 4;  
                    end
                end
            4:  
                begin
                    z_e <= x_e;
                    if(x_s == y_s) begin  
                        sum <= x_m + y_m;
                        z_s <= x_s; 
                    end else begin  
                        if(x_m >= y_m) begin
                            sum <= x_m - y_m;
                            z_s <= x_s;
                        end else begin
                            sum <= y_m - x_m;
                            z_s <= y_s;
                        end
                    end
                    state <= 5;
                end
            5:
                begin
                    if(sum[27]) begin
                        z_m <= sum[27:4];
                        guard <= sum[3];
                        round <= sum[2];
                        sticky <= sum[1] | sum[0];
                        z_e <= z_e + 1;
                    end else begin
                        z_m <= sum[26:3];
                        guard <= sum[2];
                        round <= sum[1];
                        sticky <= sum[0];
                    end
                    state <= 6;
                end
            6:  
                begin
                    if (z_m[23] == 0 && $signed(z_e) > -126) begin
                        z_e <= z_e - 1;
                        z_m <= z_m << 1;
                        z_m[0] <= guard;
                        guard <= round;
                        round <= 0;
                    end else begin
                        state <= 7;
                    end
                end
            7:  
                begin
                    if ($signed(z_e) < -126) begin
                        z_e <= z_e + 1;
                        z_m <= z_m >> 1;
                        guard <= z_m[0];
                        round <= guard;
                        sticky <= sticky | round;
                    end else begin
                        state <= 8;
                    end
                end
            8:  
                begin
                    if (guard && (round | sticky | z_m[0])) begin
                        z_m <= z_m + 1;
                        if (z_m == 24'hffffff) begin
                            z_e <= z_e + 1;
                        end
                    end
                    state <= 9;
                end
            9:  
                begin
                    z_data[22:0] <= z_m[22:0];
                    z_data[30:23] <= z_e[7:0] + 127;
                    z_data[31] <= z_s;
                    if ($signed(z_e) == -126 && z_m[23] == 0) begin
                        z_data[30:23] <= 0;
                    end
                    state <= 10;
                end
            10:  
                begin
                    state <= 10;
                    done <= 1;
                end
        endcase
    end
endmodule
`timescale 1ns / 1ps
module feedforward(
    input [31:0] x1, x2, x3, x4,
    input [31:0] w1, w2, w3, w4,
    input clk,
    output wire [31:0] result,
    output wire done
    );
    wire [32:0] T1, T2, T3, T4, T5, T6, T7;
    reg rdy1;
    reg rdy2;
    reg deriv;
    initial begin
        rdy1 = 1;
        rdy2 = 1;
        deriv = 0;
    end
    multiplier m1(
        .clk(clk),
        .x_rdy(rdy1),
        .y_rdy(rdy2),
        .x_data(x1),
        .y_data(w1),
        .z_data(T1[32:1]),
        .done(T1[0])
    );
    multiplier m2(
        .clk(clk),
        .x_rdy(rdy1),
        .y_rdy(rdy2),
        .x_data(x2),
        .y_data(w2),
        .z_data(T2[32:1]),
        .done(T2[0])
    );
    multiplier m3(
        .clk(clk),
        .x_rdy(rdy1),
        .y_rdy(rdy2),
        .x_data(x3),
        .y_data(w3),
        .z_data(T3[32:1]),
        .done(T3[0])
    );
    multiplier m4(
        .clk(clk),
        .x_rdy(rdy1),
        .y_rdy(rdy2),
        .x_data(x4),
        .y_data(w4),
        .z_data(T4[32:1]),
        .done(T4[0])
    );  
    adder a1(
        .clk(clk),
        .x_rdy(T1[0]),
        .y_rdy(T2[0]),
        .x_data(T1[32:1]),
        .y_data(T2[32:1]),
        .z_data(T5[32:1]),
        .done(T5[0])
    );
    adder a2(
        .clk(clk),
        .x_rdy(T3[0]),
        .y_rdy(T4[0]),
        .x_data(T3[32:1]),
        .y_data(T4[32:1]),
        .z_data(T6[32:1]),
        .done(T6[0])
    );
    adder a3(
        .clk(clk),
        .x_rdy(T5[0]),
        .y_rdy(T6[0]),
        .x_data(T5[32:1]),
        .y_data(T5[32:1]),
        .z_data(T7[32:1]),
        .done(T7[0])
    );
    relu r1(
        .clk(clk),
        .rdy(T7[0]),
        .x_data(T7[32:1]),
        .z_data(result),
        .deriv(deriv),
        .done(done)
    );
endmodule
`timescale 1ns / 1ps
module multiplier(
    input [31:0] x_data,
    input [31:0] y_data,
    input clk,
    input x_rdy,
    input y_rdy,
    output reg [31:0] z_data,
    output reg done
    );
    reg x_s, y_s, z_s;  
    reg [9:0] x_e, y_e, z_e;  
    reg [23:0] x_m, y_m, z_m;  
    reg [49:0] product;
    reg guard, sticky, round;
    reg [3:0] state;
    initial begin
        state <= 11;
        done <= 0;
    end
    always @(posedge clk) begin
        case(state)
            0:  
                begin
                    x_e <= x_data[30:23] - 127;
                    y_e <= y_data[30:23] - 127;
                    x_s <= x_data[31];
                    y_s <= y_data[31];
                    x_m <= x_data[22:0];
                    y_m <= y_data[22:0];
                    state <= 1;
                end
            1:  
                begin 
                   if ((x_data[30:0] == 0) || (y_data[30:0] == 0)) begin  
                        z_data[31] <= x_s ^ y_s;
                        z_data[30:23] = 0;
                        z_data[22:0] = 0;
                        state <= 10;  
                   end else begin
                        state <= 2;
                   end
                   if ($signed(x_e) == -127) begin
                        x_e <= -126;
                   end else begin
                        x_m[23] <= 1;
                   end
                   if ($signed(y_e) == -127) begin
                        y_e <= -126;
                   end else begin
                        y_m[23] <= 1;
                   end
                end
            2:  
                begin
                    if (x_m[23]) begin
                        state <= 3;
                    end else begin
                        x_m <= x_m << 1;
                        x_e <= x_e - 1;
                    end  
                end
            3:  
                begin
                    if (y_m[23]) begin
                        state <= 4;
                    end else begin
                        y_m <= y_m << 1;
                        y_e <= y_e - 1;
                    end
                end
            4:  
                begin
                    z_s <=  x_s ^ y_s;  
                    z_e <= x_e + y_e + 1;  
                    product <= x_m * y_m * 4;  
                    state <= 5;
                end
            5:
                begin
                  z_m <= product[49:26];
                  guard <= product[25];
                  round <= product[24];
                  sticky <= (product[23:0]!= 0);
                  state <= 6;
                end
            6:
                begin
                    if (z_m[23] == 0) begin
                        z_e <= z_e - 1;
                        z_m <= z_m << 1;
                        z_m[0] <= guard;
                        guard <= round;
                        round <= 0;
                     end else begin
                        state <= 7;
                     end
                end
            7:
                begin
                    if($signed(z_e) < -126) begin
                       z_e <= z_e + 1;
                       z_m <= z_m >> 1;
                       guard <= z_m[0];
                       round <= guard;
                       sticky <= sticky | round;
                    end else begin
                        state <= 8;
                    end
                end
            8: 
                begin
                    if (guard && (round | sticky | z_m[0])) begin
                        z_m <= z_m + 1;
                        if (z_m == 24'hffffff) begin
                            z_e <= z_e + 1;
                        end
                    end
                    state <= 9;
                end
            9: 
                begin
                    z_data[31] = z_s;
                    z_data[30:23] = z_e + 127;
                    z_data[22:0] = z_m[22:0];
                    state <= 10;
                end
           10:  
                begin
                    done <= 1;
                    state <= 10;
                end
           11:  
                begin
                    if (x_rdy && y_rdy) begin
                        state <= 0;
                    end else begin
                        state <= 11;
                    end
                end
        endcase
    end
endmodule
`timescale 1ns / 1ps
module relu(
    input [31:0] x_data,
    input clk,
    input deriv,
    input rdy,
    output reg [31:0] z_data,
    output reg done
    );
    reg zero;
    reg negative;
    reg [2:0] state;
    initial begin
        state <= 4;
        done <= 0;
    end
    always @(posedge clk) begin
        case(state)
            0:  
                begin
                    if (x_data[30:0] == 0) begin
                        zero <= 1;
                    end else begin
                        zero <= 0;
                    end    
                    if (x_data[31]) begin
                        negative <= 1;
                    end else begin
                        negative <= 0;
                    end
                    if (deriv) begin
                        state <= 2;
                    end else begin
                        state <= 1;
                    end
                end
            1:  
                begin
                    if (negative || zero) begin
                        z_data[31] <= x_data[31];
                        z_data[30:0] <= 0;
                        state <= 3;
                    end else begin
                        z_data <= x_data;
                        state <= 3;
                    end
                end 
            2:  
                begin
                    if(negative || zero) begin
                        z_data = 32'h00000000;  
                    end else begin
                         z_data = 32'h3f800000;  
                    end
                end
            3:  
                begin
                    state <= 3;
                    done <= 1;
                end
            4:  
                begin
                    if (rdy) begin
                        state <= 0;
                    end else begin
                        state <= 4;
                    end
                end
         endcase
    end
endmodule
==> reports/qor.yml <==
slew_headroom: 0.428
place_congestion: 0.936
clock_path_buffers: 4
cts_tree: "done"
setup_violations: 0
grt_usage: 0.289
finalWirelength_mm: 398
ys_seq_elements: 1322
area_growth_pct: 8.68
dr.pass1.iters: 6
first_iter_violations: 6779
finalCriticalPeriod_ns: 8.01
flop_cell: "edfxtp_1"
port_buffers: 289
grt_pass1_vias: 115000
drc: 0
antenna_found_initial: 4
detail-route-antenna-nets: 0
die_width_um: 553
hold_slack_ns: 0.427
grt_pass1_wl_mm: 644
most-common-layout-cells: "2527 x inv_1, 2445 x nand2_1, 1946 x fa_1, 1322 x edfxtp_1, 1260 x and2_1"
io_pins: 290
worstPathArrival_ns: 8.53
fp_util: 0.504
clock_latency_ns: 0.88
num_vias: 110000
setup_ws_ns: 7.89
end_kind: "flip-flop"
die-area_um2: 306000
crit_slowest_cell: "edfxtp_1"
crit_top_cell: "fa_1"
start_kind: "flip-flop"
finalCritPeriodShare: 0.503
clock_sinks: 1322
synth_top_cell_by_area: "edfxtp_1"
fin_area_um2: 165000
post-place-cells: 19900
netlist_area_um2: 152000
grt_max_degree: 75
nFillCells: 26800
use_met2: 0.412
met3_usage: 0.109
outcome: "finished, final reports clean"
synth.distinct_cells: 92
syn_avg_cell_area_um2: 9.41
path_clk_slew_ns: 0.06
finish.utilization: 0.548
rsz0062_at_grt: "no"
slew_violations: 0
yosysCellCount: 16100
drv_cap: 0
ys_warn_count: 4
overflow: 0
worstPathMaxFanout: 25
skew_ns: 0.0864
wl_per_cell_um: 19.7
cp_num_buf_inv: 6
coreArea_um2: 301000
hold_violations: 0
required_ns: 16.43
ys_async_sr_fraction: 0
critPathTopFamily: "adder cells"
gr-max-usage-layer: "met1"
edf_count: 1322
slowest_delay_ns: 0.89
cts_setup_buffers: 0
hp-class: "reg -> reg"
rows: 201
cts_hold_buf: 0
worst_slew_pin_slew_ns: 0.837
hpwl_mm: 304
crit_type: "reg -> reg"
h-tree-depth: 4
dieHeight_um: 553
synthCells: 16100
use_met1: 0.450
lay_top_count: "inv_1"
fin_cells: 20200
numCtsBuffers: 165
setup_tns_ns: 0
cts-resized-gates: 0
max_freq_mhz: 125
cts_root_buffer: "clkbuf_16"
synth_top_area_share: 0.262
postPlaceCellArea_um2: 159000
warnings: 150
ys_area_um2: 152000
vias_per_cell: 5.46
place_ws_ns: 7.91
drive_gt1_frac: 0.0437
synth_seq_share: 0.262
area_leaders: "edfxtp_1 26%, fa_1 26%, ha_1 8.8%, inv_1 6.3%, nand2_1 6.1%"
## path summary, 6_finish.rpt
path	from	endpoint	slack, ns	depth (start not counted)
min reg2reg	a3.x_s$_DFFE_PP_	a3.z_s$_DFFE_PP_	0.43	0
max	m4.y_m[7]$_DFFE_PP_	m4.product[48]$_DFFE_PP_	7.89	26
max reg2reg	m4.y_m[7]$_DFFE_PP_	m4.product[48]$_DFFE_PP_	7.89	26
min	a3.x_s$_DFFE_PP_	a3.z_s$_DFFE_PP_	0.43	0
## sequential cells by signal (all words and copies together), names as in the netlist, 48 cells and up
signal,count
m4.product,48
m2.product,48
m3.product,48
m1.product,48
## logic make-up after synthesis
| family | after synthesis | synth area share |
|---|---|---|
| multiplexers | 94 | 0.00632 |
| adder cells (fa/ha/maj) | 3009 | 0.345 |
| AND/OR/NAND/NOR | 5500 | 0.174 |
| flip-flops | 1322 | 0.262 |
| buffers and inverters | 3312 | 0.0823 |
| AND-OR/OR-AND | 2180 | 0.0912 |
| XOR/XNOR | 697 | 0.0403 |
| other | 1 | 0.0000247 |
## layout make-up
| class | instances | area [um2] | share of cell area |
|---|---|---|---|
| Antenna cell | 5 | 12.5 | 0.0000759 |
| Clock buffer | 186 | 4210 | 0.0255 |
| Clock inverter | 113 | 1250 | 0.00759 |
| Inverter | 2528 | 9490 | 0.0576 |
| Multi-Input combinational cell | 11500 | 99800 | 0.605 |
| Sequential cell | 1322 | 39700 | 0.241 |
| Tap cell | 3958 | 4950 | 0.0300 |
| Timing Repair Buffer | 626 | 5420 | 0.0329 |
## layer usage
| layer | routed length, um | vias to the layer above |
|---|---|---|
| met5 | 13 | - |
| li1 | - | 52300 |
| met4 | 11700 | 2 |
| met3 | 40600 | 554 |
| met1 | 171000 | 53700 |
| met2 | 175000 | 3876 |
## Yosys cell counts (all sizes together), types with 12 or more instances
cell type  count
inv         2528
nand2       2446
o31ai         32
a31oi         49
o21bai        60
nor2         637
nand4        130
a221oi        36
nand2b        87
a22oi         30
ha          1063
a21boi        26
a21o         194
xnor2        457
or4           12
and3         147
mux2i         80
o21a          58
nor3         174
a211oi        84
o22ai         90
clkbuf       742
a221o         36
and4          14
mux2          14
nor4         146
nand3        236
o211ai        43
buf           42
or3           40
edfxtp      1322
nor3b         14
and2        1262
nor2b        108
a2111oi       13
a22o          15
or2           25
o221ai        20
fa          1946
xor2         240
o21ai        561
a21oi        641
a222oi        74
a31o          13
